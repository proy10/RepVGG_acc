### flow/config.mk
export PLATFORM = sky130hd
export DESIGN_NAME = ser2par
export DESIGN_NICKNAME = ser2par
export VERILOG_FILES = /design/flow/design.v
export SDC_FILE = /design/flow/constraint.sdc
export NUM_CORES = 4
export LEC_CHECK = 1
export CORE_AREA = 10 10 767 767
export DIE_AREA = 0 0 777 777
### flow/constraint.sdc
current_design ser2par

set clk_period 1.6
set clk_io_pct 0.2

create_clock -name clk0 -period $clk_period [get_ports {clk}]

set non_clock_inputs [all_inputs -no_clocks]
set_input_delay [expr $clk_period * $clk_io_pct] -clock clk0 $non_clock_inputs
set_output_delay [expr $clk_period * $clk_io_pct] -clock clk0 [all_outputs]
### flow/design.v
module ser2par #(
	parameter DWI = 128,  
	parameter DWO = 56*32
)(
	input				clk,
	input				rst_n,
	input				en,
	input [DWI-1:0]		data_i,
	output [DWO-1:0]	data_o
);
	reg [DWO-1:0]	reg_o;
	always@(posedge clk or negedge rst_n) begin
		if(!rst_n)
			reg_o <= 0;
		else if(en)
			reg_o <= {reg_o[DWO-DWI-1:0], data_i};
	end
	assign data_o = (en) ? 0 : reg_o;
endmodule
### flow/run.sh
#!/bin/bash
# OpenROAD 26Q1-2900-gdf79404cd8, Yosys 0.63+post, stock flow scripts
make -C /OpenROAD-flow-scripts/flow DESIGN_CONFIG=/design/flow/config.mk WORK_HOME=/design/flow/orfs finish
==> notes.md <==
flow finished, numbers: LEAKAGE=0.06190 µW, RD Place Congestion=0.9743, die boundary width=777 µm, CTS tree=yes, Max Fanout on Critical Path=22, Max stage delay on crit path=0.49 ns, Num CTS Buffers=220, port buffer count=1922, f_max=0.4448 GHz, top cells, area=dfrtp_1 (57%), mux2_2 (26%), nor2b_1 (14%), wire length per cell=29.39 µm, slack of the critical path=-0.6484 ns, total iterations of the first detailed-routing run=5, # fillers=59410, first-pass GRT wire length=638600 µm, Setup violations, final=1792, unrepaired setup endpoints after global routing=yes, Post-route DRC=0, Overflow after GRT=0, hold violation count in the final report=0, critical path class=input port to primary output, Routed Antenna Nets=0, Logic cell area=0.03897 mm², initial antenna violation count=97, Rows=277, vias per cell=3.535, largest net degree at the start of global routing=127, register area=0.04515 mm², yosys stat area=0.07800 mm², Cells after Synth=5774, OpenROAD warning count=36, CP Launch Type=input port, H-tree Lvls=4, cell type with the largest total area=dfrtp_1, final worst path period need=2.248 ns, worst hold-check path type=input port to asynchronous set/reset pin, dpl hpwl=417400 µm, CTS sink count=1792, Setup WS pre-CTS=-1.404 ns, Cell variety after synth=5, max-cap violations=0, R2R Setup Slk=0.28 ns, Seq share, synth=57.49%, crit share post-route=140.5%, share of layout cells above drive strength 1=73.16%, Ys Warns=1, Netlist Area Pre-Place=0.07800 mm², final cell count without fillers=17320, clock latency on the worst-skew pair=0.94 ns, worst rel slew slack=37.17%, DRT iter0 DRCs=3375, worst path cell trace=buf_16 > buf_12 > buf_6 > buf_12 > buf_12 > buf_4 > nor2b_1 > clkdlybuf4s50_1, area grow syn2layout=73.03%, Power Density=1665 mW/mm², Post-Place Cells=15900, clock root cell=clkbuf_16, Worst setup EP type=primary output, Max Root-Sink Buffers=4, die footprint=0.6037 mm², Worst Path Buf+Inv=7, Post-synth regs=1792, Worst-Margin Slew=0.9394 ns, outcome=complete, but fails checks, vias in the first global route=61420, Yosys top cell area share=57.49%, max reg flops=1792, failing checks=setup timing, syn avg cell area=13.51 µm², cell mode on critical path=buf_12, core box area=0.5701 mm², WP data required=1.28 ns, GRT Total Usage=16.31%, register name with the most flops=reg_o, Slew Viols, Final=0, Pre-Place Util=13.68%, yosys stat cell total=5774, num ports=1923, critical path data arrival time=1.93 ns, DIE HEIGHT=777 µm, slowest CP cell=clkdlybuf4s50_1, Clock Pin Slew Worst Setup and Hold Paths=0.07 ns, skew final=0.1188 ns, via count=61210, Largest delay share family, worst path=buffers and inverters, top flop regs=reg_o (1792), peak supply drop=1223 µV, DRT Wirelength=508900 µm
[metal layers]
metal | GRT usage [%] | wire length, µm | vias up
met4 | 3.068 | 13110 | 8
met2 | 21.63 | 199800 | 2426
met1 | 21.83 | 211700 | 31280
met3 | 11.40 | 84210 | 404
met5 | 0 | 51 | -
li1 | - | - | 27090
[synth_stat cells (all sizes together)]
library cell,instances
dfrtp,1792
mux2,1792
nor2b,1792
buf,217
clkbuf,181
[cell families (layout without fill, tap and decap cells)]
| logic type | Yosys count | count (layout) | synth area share [%] |
|---|---|---|---|
| other cells | 0 | 25 | 0 |
| simple gates | 1792 | 1792 | 14.37 |
| flops | 1792 | 1792 | 57.49 |
| mux | 1792 | 1792 | 25.87 |
| buf+inv | 398 | 4382 | 2.263 |
[final timing paths]
check	end	start	depth (start not counted)
setup / recovery	data_o[701]	en	8
hold / removal	reg_o[1260]$_DFFE_PN0P_	rst_n	7
setup reg to reg	reg_o[822]$_DFFE_PN0P_	reg_o[694]$_DFFE_PN0P_	3
hold reg to reg	reg_o[485]$_DFFE_PN0P_	reg_o[357]$_DFFE_PN0P_	1
max in group asynchronous	reg_o[1368]$_DFFE_PN0P_	rst_n	7
min in group clk0	reg_o[35]$_DFFE_PN0P_	data_i[35]	2
[power by group]
part	leakage, µW	switching, µW	internal, µW
sequential	0.0211	15500	62400
combinational	0.0370	40400	53200
clock	0.00376	22000	31300
total	0.0619	77800	147000
[area by class of cell]
| class | count | share of cell area, % |
|---|---|---|
| sequential | 1792 | 33.45 |
| tap | 7533 | 6.984 |
| timing repair buffer | 3979 | 24.95 |
| clock inverter | 100 | 1.033 |
| antenna | 25 | 0.04635 |
| multi-input combinational | 3584 | 28.87 |
| clock buffer | 303 | 4.659 |
[metrics by stage]
step	setup TNS, ns	utilization [%]	cell area [µm²]	hold WS [ns]	power (µW)
6_report	-592.81	23.67	135000	0.04978	224700
5_1_grt	-751.14	23.66	134900	0.03644	235600
4_1_cts	-1060.14	22.26	126900	0.00007061	218800
3_5_place_dp	-1451.29	20.04	114200	0.2600	156000
3_3_place_gp	-1429.95	20.04	114200	0.2624	155800
2_1_floorplan	0	-	78000	0.02441	91930
[worst register-to-register path: cells and delay by family, from the launching register on]
family / cells / cell delay, ns
flip-flops: 1 / 0.41
buffers and inverters: 2 / 0.37
multiplexers: 1 / 0.33
[placed cells by master (no fill, tap or decap), types with 3 or more instances in the layout]
cell type,Yosys,routed
dlygate4sd3_1,0,120
inv_6,0,7
clkbuf_8,0,47
clkbuf_1,181,36
clkinv_16,0,8
dfrtp_2,0,239
buf_8,0,52
dfrtp_1,1792,1551
nor2b_1,1792,775
nor2b_2,0,11
buf_6,0,377
clkdlybuf4s50_1,0,130
buf_16,0,39
clkinv_4,0,9
buf_12,0,235
clkbuf_2,0,302
nor2b_4,0,1006
clkinvlp_4,0,9
clkbuf_16,0,250
buf_4,0,1821
clkdlybuf4s15_1,0,3
buf_2,217,865
diode_2,0,25
clkinv_2,0,40
bufinv_16,0,23
mux2_2,1792,1792
[repair_timing]
action                                 in CTS  in global routing
resized                                  4587               2431
setup endpoints to repair                1792               2058
hold buffers                              125                  1
endpoints found under the hold margin    1131                 15
gates cloned                                2                 30
pin swaps                                   0                  0
setup buffers                             603                381
No activity file was given, so power comes from the tool's default toggle rates.
